File: config.mk
export PLATFORM = sky130hd
export DESIGN_NAME = mini_audio
export DESIGN_NICKNAME = mini_audio
export VERILOG_FILES = /design/flow/design.v
export SDC_FILE = /design/flow/constraint.sdc
export NUM_CORES = 4
export LEC_CHECK = 1
export CORE_UTILIZATION = 30
File: constraint.sdc
current_design mini_audio

set clk_period 10.7
set clk_io_pct 0.2

create_clock -name clk0 -period $clk_period [get_ports {clk}]

set non_clock_inputs [all_inputs -no_clocks]
set_input_delay [expr $clk_period * $clk_io_pct] -clock clk0 $non_clock_inputs
set_output_delay [expr $clk_period * $clk_io_pct] -clock clk0 [all_outputs]
File: design.v
module fifo
  #(
    parameter WIDTH = 32,
    parameter DEPTH_IN_BITS = 3,
    parameter MAX_ITEMS = 5  
    )
  (
   input              clk,
   input              reset,
   input              req_r,
   input              we,
   input [WIDTH-1:0]  data_w,
   output [WIDTH-1:0] data_r,
   output             valid_r, 
   output             full,
   output             empty
   );
  localparam DEPTH = (1 << DEPTH_IN_BITS);
  localparam TRUE = 1'b1;
  localparam FALSE = 1'b0;
  localparam ONE = 1'd1;
  localparam ZERO = 1'd0;
  reg [WIDTH-1:0]     buffer [0:DEPTH-1];
  reg [DEPTH_IN_BITS-1:0] addr_r;
  reg [DEPTH_IN_BITS-1:0] addr_w;
  reg [DEPTH_IN_BITS-1:0] addr_r_next;
  reg [DEPTH_IN_BITS-1:0] addr_w_next;
  wire [DEPTH_IN_BITS-1:0] item_count;
  assign empty = (addr_r == addr_w) ? TRUE : FALSE;
  assign data_r = buffer[addr_r];
  assign item_count = addr_w - addr_r;
  assign full = (item_count > MAX_ITEMS) ? TRUE : FALSE;
  assign valid_r = ((req_r == TRUE) && (empty == FALSE)) ? TRUE : FALSE;
  always @(posedge clk)
    begin
      if (reset == TRUE)
        begin
          addr_r <= ZERO;
          addr_r_next <= ONE;
        end
      else
        begin
          if ((req_r == TRUE) && (empty == FALSE))
            begin
              addr_r <= addr_r_next;
              addr_r_next <= addr_r_next + ONE;
            end
        end
    end
  always @(posedge clk)
    begin
      if (reset == TRUE)
        begin
          addr_w <= ZERO;
          addr_w_next <= ONE;
        end
      else
        begin
          if (we)
            begin
              addr_w <= addr_w_next;
              addr_w_next <= addr_w_next + ONE;
              buffer[addr_w] <= data_w;
            end
        end
    end
endmodule
module frac_clk
  #(
    parameter COUNTER_BITS = 4
    )
  (
   input                           clk,
   input                           reset,
   input signed [COUNTER_BITS-1:0] factor_mul,
   input signed [COUNTER_BITS-1:0] factor_div,
   output reg                      en
   );
  localparam TRUE = 1'b1;
  localparam FALSE = 1'b0;
  localparam ONE = 1'd1;
  localparam ZERO = 1'd0;
  localparam SZERO = 1'sd0;
  reg signed [COUNTER_BITS-1:0] counter_mul;
  reg signed [COUNTER_BITS-1:0] counter_div;
  always @(posedge clk)
    begin
      if (reset == TRUE)
        begin
          counter_mul <= ZERO;
        end
      else
        begin
          counter_mul <= counter_mul + factor_mul;
        end
    end
  always @(posedge clk)
    begin
      if (reset == TRUE)
        begin
          counter_div <= ZERO;
          en <= FALSE;
        end
      else
        begin
          if (counter_mul - counter_div > SZERO)
            begin
              counter_div <= counter_div + factor_div;
              en <= TRUE;
            end
          else
            begin
              en <= FALSE;
            end
        end
    end
endmodule
module mini_audio
  #(
    parameter COUNTER_BITS = 20
    )
  (
   input                           clk,
   input                           reset,
   input [31:0]                    data,
   input                           valid_toggle,
   input signed [COUNTER_BITS-1:0] ext_factor_mul,
   input signed [COUNTER_BITS-1:0] ext_factor_div,
   output                          full,
   output                          ext_audio_r,
   output                          ext_audio_l
   );
  localparam TRUE = 1'b1;
  localparam FALSE = 1'b0;
  localparam ONE = 1'd1;
  localparam ZERO = 1'd0;
  localparam FIFO_DEPTH_IN_BITS = 4;
  wire          we;
  reg           toggle;
  reg           toggle_prev;
  reg [31:0]    data_in;
  assign we = ((toggle_prev != toggle) && (full == FALSE)) ? TRUE : FALSE;
  always @(posedge clk)
    begin
      if (reset == TRUE)
        begin
          toggle <= FALSE;
          data_in <= ZERO;
          toggle_prev <= FALSE;
        end
      else
        begin
          toggle <= valid_toggle;
          data_in <= data;
          toggle_prev <= toggle;
        end
    end
  wire          req;
  wire          empty;
  wire          valid;
  reg [15+1:0]  sample_sum_r;
  reg [15+1:0]  sample_sum_l;
  wire [31:0]   data_out;
  reg [31:0]    data_out_reg;
  assign ext_audio_r = sample_sum_r[15+1];
  assign ext_audio_l = sample_sum_l[15+1];
  always @(posedge clk)
    begin
      if (reset == TRUE)
        begin
          data_out_reg <=  ZERO;
        end
      else
        begin
          if (valid)
            begin
              data_out_reg <= data_out;
            end
        end
    end
  always @(posedge clk)
    begin
      if (reset == TRUE)
        begin
          sample_sum_r <= ZERO;
          sample_sum_l <= ZERO;
        end
      else
        begin
          sample_sum_r <= sample_sum_r[15:0] + data_out_reg[31:16];
          sample_sum_l <= sample_sum_l[15:0] + data_out_reg[15:0];
        end
    end
  frac_clk
    #(
      .COUNTER_BITS (COUNTER_BITS)
      )
  frac_clk_0
    (
     .clk (clk),
     .reset (reset),
     .factor_mul (ext_factor_mul),
     .factor_div (ext_factor_div),
     .en (req)
   );
  fifo
    #(
      .WIDTH (32),
      .DEPTH_IN_BITS (FIFO_DEPTH_IN_BITS),
      .MAX_ITEMS ((1 << FIFO_DEPTH_IN_BITS) - 3)
      )
  fifo_0
    (
     .clk (clk),
     .reset (reset),
     .req_r (req),
     .we (we),
     .data_w (data_in),
     .data_r (data_out),
     .valid_r (valid), 
     .full (full),
     .empty (empty)
     );
endmodule
File: run.sh
#!/bin/bash
# OpenROAD 26Q1-2900-gdf79404cd8, Yosys 0.63+post, stock flow scripts
make -C /OpenROAD-flow-scripts/flow DESIGN_CONFIG=/design/flow/config.mk WORK_HOME=/design/flow/orfs finish
==> flow_summary_export.csv <==
group,metric,value,unit
outcome,status,"complete, no violations",
clocking,cts_tree,"yes",
logic_synthesis,synth-edff-count,512,
floorplanning,initCoreUtil,0.303,
drt,first_iter_violations,1308,
drt,drt-vias-per-instance,4.91,
drt,detail-route-antenna-nets,0,
power_and_ir_drop,leakage,10.9,nW
clocking,clk_latency,620,ps
grt,grt_max_degree,61,
logic_synthesis,synth_warnings,3,
logic_synthesis,syn_avg_cell_area,15.6,µm²
logic_synthesis,ys_cells,1813,
grt,grt_pass1_wl,96800,µm
grt,antenna_found_initial,0,
logic_synthesis,ys_chip_area,28300,µm²
floorplanning,core,93500,µm²
placed_design,placed_cell_area,30700,µm²
floorplanning,die_h,309,µm
drt,drcViolationCount,0,
power_and_ir_drop,switching_share,0.290,
setup_path,cp-end-kind,"output pin",
power_and_ir_drop,irDropWorstVdd,0.118,mV
final_timing,rsz0062_at_grt,"no",
logic_synthesis,syn-cell-area,28300,µm²
clocking,htreeDepth,3,
cells_and_area,nFillCells,8634,
clocking,clock_tree.buffer_depth,3,
placed_design,dp_cells,3098,
drt,drt_pass1_iterations,5,
final_timing,hold_viol,0,
floorplanning,io_pins,78,
logic_synthesis,synth_cells,1813,
setup_path,cp_max_fo,51,
grt,track_usage,0.142,
final_timing,max_slew_margin,0.365,
logic_synthesis,ys_types,77,
drt,antenna_cells,0,
drt,vias,15857,
grt,grt-ovfl-total,0,
clocking,numCtsBuffers,72,
clocking,clk_pin_slew,60,ps
cells_and_area,utilization,0.353,
logic_synthesis,synthFlopType,"edfxtp_1",
logic_synthesis,ys.flops,669,
final_timing,setup_tns,0,ps
floorplanning,die_area,95700,µm²
cells_and_area,layout-drive-gt1-share,0.172,
cells_and_area,final_cell_area,33000,µm²
power_and_ir_drop,clockPowerShare,0.339,
logic_synthesis,async_reset_ff_frac,0,
job,warnings,25,
final_timing,drv_slew,0,
cells_and_area,layout_top_cell,"edfxtp_1",
cells_and_area,layout-area-overhead-vs-synth,16.6,%
floorplanning,rows,112,
floorplanning,die_x,309,µm
clocking,cts_root_buf,"clkbuf_16",
cells_and_area,final_cell_mix,"edfxtp_1 (512), mux4_2 (160), dfxtp_1 (154)",
placed_design,port_buffers,77,
final_timing,period_minus_slack,5270,ps
clocking,postCtsSetupRepairBufs,0,
job,maxCapViolations,0,
setup_path,required,8560,ps
grt,grt_pass1_vias,16565,
drt,routed_wl,63700,µm
logic_synthesis,ys_seq_frac,0.654,
placed_design,gp_congestion,0.869,
drt,wire_per_inst,19.7,µm
final_timing,max_slew.worst_pin.slew,948,ps
setup_path,crit_arrival,3130,ps
clocking,clock-sinks,669,
power_and_ir_drop,pwr-share-seq,0.425,
cells_and_area,layout.cells.non_filler,3231,
cells_and_area,largest_register_ffs,512,
final_timing,max_freq,190,MHz
final_timing,fin_worst_skew,39.3,ps
setup_path,critical_path_class,"flip-flop to output pin",
final_timing,setup_violations,0,
power_and_ir_drop,power_density,214,nW/µm²
power_and_ir_drop,p_int,0.00501,W
power_and_ir_drop,switchingPower,0.00205,W
clocking,hold_buffers,0,
setup_path,start_kind,"flip-flop",
placed_design,place_hpwl,34800,µm
clocking,cts-resized-gates,0,
final_timing,fin_crit_sh,0.492,
power_and_ir_drop,power_frac_comb,0.236,
worst_hold_path,min_path_type,"flip-flop to flip-flop",
layer usage:
metal / track usage / share of wire / wire length, µm
met5: 0 / 0 / 0
met4: 0.0244 / 0.019 / 1200
met3: 0.104 / 0.15 / 9860
met2: 0.218 / 0.47 / 29900
met1: 0.165 / 0.36 / 22800
path summary, 6_finish.rpt:
kind	endpoint	cells after the start	slack (ps)	startpoint
worst max register to register	fifo_0.buffer[3][12]	9	6620	fifo_0.addr_r[2]
worst min-delay path	data_out_reg[7]	2	460	data_out_reg[7]
worst min register to register	data_out_reg[7]	2	460	data_out_reg[7]
worst max-delay path	full	4	5430	fifo_0.addr_r[1]
layout make-up:
type | instances | area, µm² | share of cell area
flip-flops and latches | 669 | 18500 | 0.561
clock inverters | 36 | 325 | 0.00985
inverters | 61 | 229 | 0.00693
repair buffers | 108 | 1000 | 0.0304
well taps | 1254 | 1570 | 0.0475
multi-input cells | 1006 | 9370 | 0.284
clock buffers | 97 | 2000 | 0.0605
Yosys cell counts (3+ instances only):
| master | number | area (µm²) |
|---|---|---|
| edfxtp_1 | 512 | 15400 |
| mux4_2 | 160 | 3600 |
| dfxtp_1 | 157 | 3140 |
| nand2_1 | 110 | 413 |
| a21oi_1 | 108 | 541 |
| nor2_1 | 95 | 357 |
| ha_1 | 94 | 1180 |
| inv_1 | 60 | 225 |
| nor2b_1 | 54 | 338 |
| clkbuf_1 | 37 | 139 |
| xnor2_1 | 37 | 324 |
| o21ai_0 | 35 | 175 |
| nand3_1 | 29 | 145 |
| nor3_1 | 29 | 145 |
| xor2_1 | 26 | 228 |
| buf_1 | 25 | 93.8 |
| a21o_1 | 17 | 128 |
| nand4_1 | 17 | 106 |
| o21ai_1 | 15 | 75.1 |
| nand2b_1 | 13 | 81.3 |
| o21bai_1 | 12 | 90.1 |
| a211oi_1 | 11 | 82.6 |
| buf_2 | 11 | 55.1 |
| nor4_1 | 9 | 56.3 |
| o211ai_1 | 8 | 60.1 |
| o31a_1 | 8 | 70.1 |
| or2_2 | 8 | 50.1 |
| a31oi_1 | 7 | 43.8 |
| mux2i_1 | 7 | 70.1 |
| o21a_1 | 7 | 52.6 |
| or3_1 | 7 | 43.8 |
| fa_1 | 6 | 120 |
| a211o_1 | 5 | 43.8 |
| nand3b_1 | 5 | 37.5 |
| a2111oi_0 | 4 | 35.0 |
| and2_1 | 4 | 25.0 |
| and3_1 | 4 | 25.0 |
| nor3b_1 | 4 | 30.0 |
| buf_6 | 3 | 33.8 |
| o2111ai_1 | 3 | 26.3 |
| o311ai_0 | 3 | 26.3 |
| o31ai_1 | 3 | 22.5 |
cells by family (layout without fill, tap and decap cells):
logic type                 Yosys count  after routing  synth area share
DFF                                669            669             0.654
and+or+nand+nor                    399            399            0.0690
AOI/OAI and AO/OA                  274            274            0.0614
muxes                              169            169             0.130
buffers and inverters              138            302            0.0197
adders and majority gates          100            100            0.0458
xor gates and xnor gates            64             64            0.0201
per-stage QoR:
step | power (W) | setup WS [ps] | hold slack (ps)
2_1_floorplan | 0.00433 | 5420 | 440
3_3_place_gp | 0.00468 | 5460 | 448
3_5_place_dp | 0.00470 | 5460 | 457
4_1_cts | 0.00711 | 5370 | 466
5_1_grt | 0.00741 | 5250 | 482
6_report | 0.00706 | 5430 | 462
power groups by stage:
stage                 Combinational (W)  Sequential, W  Clock [W]
after CTS                       0.00166        0.00300    0.00245
after global routing            0.00185        0.00301    0.00255
final                           0.00167        0.00300    0.00239
worst max-delay path, stage by stage, from the launching register on:
cell and delay, ps:
dfxtp_4 340, buf_4 620, fa_1 540, nor3_1 370, clkdlybuf4s50_1 660
Power and IR drop assume default switching activity.
